### flow/run.sh
#!/bin/bash
# OpenROAD 26Q1-2900-gdf79404cd8, Yosys 0.63+post, stock flow scripts
make -C /OpenROAD-flow-scripts/flow DESIGN_CONFIG=/design/flow/config.mk WORK_HOME=/design/flow/orfs finish
### flow/config.mk
export PLATFORM = sky130hd
export DESIGN_NAME = vending_machine
export DESIGN_NICKNAME = vending_machine
export VERILOG_FILES = /design/flow/design.v
export SDC_FILE = /design/flow/constraint.sdc
export NUM_CORES = 4
export LEC_CHECK = 1
export CORE_AREA = 10 10 70 70
export DIE_AREA = 0 0 80 80
### flow/constraint.sdc
current_design vending_machine

set clk_period 2.7
set clk_io_pct 0.2

create_clock -name clk0 -period $clk_period [get_ports {clk}]

set non_clock_inputs [all_inputs -no_clocks]
set_input_delay [expr $clk_period * $clk_io_pct] -clock clk0 $non_clock_inputs
set_output_delay [expr $clk_period * $clk_io_pct] -clock clk0 [all_outputs]
### flow/design.v
module vending_machine(one_in,two_in,five_in,clk,reset,one_balance,two_balance,dispense); 
parameter S0=8'b0000_0001, S1=8'b0000_0010, S2=8'b0000_0100, S3=8'b0000_1000, S4=8'b0001_0000, S5 = 8'b0010_0000, S6 = 8'b0100_0000, S7 = 8'b1000_0000;
input one_in,   
      two_in,   
      five_in,  
      clk,      
      reset;    
output reg one_balance,    
           two_balance,    
           dispense;       
reg [7:0] current_state, next_state;
always @(posedge clk) begin
    if(reset) 
    current_state <=S0;
    else
    current_state<=next_state;
end
always @(one_in, two_in, five_in) begin
    case (current_state)
        S0: begin      
          if(one_in==1) begin
            next_state=S1;
            {one_balance, two_balance, dispense} = 3'b000;
          end
          else if(two_in==1) begin
            next_state=S2;
            {one_balance, two_balance, dispense} = 3'b000;
          end
          else if(five_in==1) begin
            next_state=S5;
            {one_balance, two_balance, dispense} = 3'b000;
          end
          else begin
            next_state=S0;
            {one_balance, two_balance, dispense} = 3'b000;
          end
        end
        S1: begin      
          if(one_in==1) begin
            next_state=S2;
            {one_balance, two_balance, dispense} = 3'b000;
          end
          else if(two_in==1) begin
            next_state=S3;
            {one_balance, two_balance, dispense} = 3'b000;
          end
          else if(five_in==1) begin
            next_state=S6;
            {one_balance, two_balance, dispense} = 3'b000;
          end
          else begin
            next_state=S1;
            {one_balance, two_balance, dispense} = 3'b000;
          end
        end
        S2: begin      
          if(one_in==1) begin
            next_state=S3;
            {one_balance, two_balance, dispense} = 3'b000;
          end
          else if(two_in==1) begin
            next_state=S4;
            {one_balance, two_balance, dispense} = 3'b000;
          end
          else if(five_in==1) begin
            next_state=S0;
            {one_balance, two_balance, dispense} = 3'b001;     
          end
          else begin
            next_state=S2;
            {one_balance, two_balance, dispense} = 3'b000;
          end
        end
        S3: begin      
          if(one_in==1) begin
            next_state=S4;
            {one_balance, two_balance, dispense} = 3'b000;
          end
          else if(two_in==1) begin
            next_state=S5;
            {one_balance, two_balance, dispense} = 3'b000;
          end
          else if(five_in==1) begin
            next_state=S0;
            {one_balance, two_balance, dispense} = 3'b101;     
          end
          else begin
            next_state=S3;
            {one_balance, two_balance, dispense} = 3'b000;
          end
        end
        S4: begin      
          if(one_in==1) begin
            next_state=S5;
            {one_balance, two_balance, dispense} = 3'b000;
          end
          else if(two_in==1) begin
            next_state=S6;
            {one_balance, two_balance, dispense} = 3'b000;
          end
          else if(five_in==1) begin
            next_state=S0;
            {one_balance, two_balance, dispense} = 3'b011;     
          end
          else begin
            next_state=S4;
            {one_balance, two_balance, dispense} = 3'b000;
          end
        end      
        S5: begin      
          if(one_in==1) begin
            next_state=S6;
            {one_balance, two_balance, dispense} = 3'b000;
          end
          else if(two_in==1) begin
            next_state=S0;
            {one_balance, two_balance, dispense} = 3'b001;     
          end
          else if(five_in==1) begin
            next_state=S0;
            {one_balance, two_balance, dispense} = 3'b111;     
          end
          else begin
            next_state=S5;
            {one_balance, two_balance, dispense} = 3'b000;
          end
        end 
        S6: begin      
          if(one_in==1) begin
            next_state=S0;
            {one_balance, two_balance, dispense} = 3'b001;     
          end
          else if(two_in==1) begin
            next_state=S0;
            {one_balance, two_balance, dispense} = 3'b101;     
          end
          else if(five_in==1) begin
            next_state=S7;
            {one_balance, two_balance, dispense} = 3'b011;     
          end
          else begin
            next_state=S6;
          end
        end
        S7: begin      
          next_state=S0;
          {one_balance, two_balance, dispense} = 3'b010;     
        end
        default: begin
          next_state=S0;
          {one_balance, two_balance, dispense} = 3'b000;
        end
    endcase
end
endmodule
==> ci_impl_report.md <==
### Yosys + OpenROAD results

| Metric | Value |
|---|---|
| GRT Overall Usage | `3.306%` |
| Post_cts resized | `0` |
| M1 GR Usage | `5.402%` |
| Drt total wl | `1054 um` |
| Worst Setup End Kind | `flip-flop` |
| Synth warn | `1` |
| Period minus WS final | `roughly 1.7 ns` |
| Number of global-route vias before repair | `364` |
| Max frequency | `576.5 MHz` |
| Avg Inst Size Synth | `about 8.4 um2` |
| Reg2reg setup slack | `approximately 1.5 ns` |
| Leak | `0.2317 nW` |
| Clock buffer depth | `2` |
| Post-synth EDFFs | `0` |
| Setup_tns | `0 ns` |
| Antenna Cells | `0` |
| Top-count cell post-synth | `nand2_1` |
| FFs w/ async S/R, synth | `0%` |
| Hold_ws | `0.4593 ns` |
| Routability congestion estimate | `0.8500` |
| Final ANT Viol Nets | `0` |
| Die Y-Extent | `80 um` |
| Final setup viols | `0` |
| CTS clock-pin slew for the worst setup and hold paths | `~0.060 ns` |
| TritonCTS clock tree | `done` |
| Top cells by area, synth | `dfxtp_1 (32%), dlxtn_1 (9.0%), nand2_1 (7.5%)` |
| Reg2reg end | `current_state[0]$_DFF_P_` |
| Number of unconstrained endpoints | `6` |
| Area growth from synthesis to layout | `26.37%` |
| Layout Skew | `between 0.008 and 0.009 ns` |
| RSZ-0062 raised after global routing | `no` |
| Port Buffer Count | `7` |
| Initial core utilization | `between 10 and 15%` |
| CTS Hold Buffers Added | `0` |
| Synth flops | `11` |
| Post-synth top area share | `31.84%` |
| WL/cell | `9.327 um` |
| Chip area | `0.006400 mm2` |
| Tool warnings | `25` |
| Root Buffer | `clkbuf_4` |
| Crit path DRT | `between 2 and 3 ns` |
| Run status | `finished clean` |
| Post-synth top cells | `nand2_1 (10), dfxtp_1 (8), nor2_1 (5)` |
| CP arrival | `1.87 ns` |
| Global-route congestion overflow total | `0` |
| Final Cell Area | `around 640 um2` |
| CP max stage delay | `just under 0.7 ns` |
| Post-DP HPWL | `780.9 um` |
| Ys cells | `60` |
| Placeable Area | `0.003416 mm2` |
| Reg2Reg Depth | `3` |
| Main flop type | `dfxtp_1` |
| Met3 GRT Util | `about 1.6%` |
| Pwr dens | `between 400 and 500 mW/mm2` |
| Vias per cell | `4.053` |
| DRT Pass-1 Iters | `4` |
| Yosys Chip Area | `503.0 um2` |
| Unique cell types | `26` |
| Vias | `458` |
| Mapped Area | `503.0 um2` |
| Slew at the pin closest to its max-slew limit | `0.4032 ns` |
| Yosys top cell by area | `dfxtp_1` |
| Critical Path End | `current_state[0]$_DFF_P_` |
| Final hold vios | `0` |
| Placed Area | `roughly 610 um2` |
| H-tree Lvls | `1` |
| Final period util | `64.25%` |
| Worst VDD drop | `between 0.0003 and 0.0004 V` |
| Setup Fix Bufs, Post-CTS | `0` |
| First-pass GRT wire length | `around 1700 um` |
| Die W | `roughly 80 um` |
| Worst Hold Class | `reg2reg` |
| Initial antenna violation count | `0` |
| Layout cell share with drive strength beyond 1 | `10.45%` |
| Max cap viols | `0` |
| Tot Pwr | `0.0002621 W` |
| Largest net degree at the start of global routing | `12` |
| Worst setup path class | `in2reg` |
| Count of unclocked register or latch pins | `3` |
| Starting DRT DRC Count | `11` |
| RR Startpoint | `current_state[3]$_DFF_P_` |
| Crit Path Max Fanout | `10` |
| Clk latency late pin | `0.25 ns` |
| Util after Layout | `18.61%` |
| # IOs | `8` |
| Worst Setup SP | `two_in` |
| Total CTS buffers | `3` |
| Fin. max-slew vios | `0` |
| Worst Setup Start Kind | `primary input` |
| Mapped Cells | `60` |
| Worst slew margin | `73.03%` |
| Max stage delay cell, worst path | `clkdlybuf4s50_1` |
| # rows | `21` |
| Met2 global-route usage | `3.692%` |
| Critical path cell sequence | `clkdlybuf4s50_1 -> and2b_1 -> o21ai_1 -> a2111o_1` |
| Busiest grt layer | `met1` |
| # DRC | `0` |
==> metal layers <==
metal / vias up / part of all wire (%)
li1: 233 / -
met5: - / 0
met4: 0 / 0.95
met2: 19 / 36
met1: 204 / 53
met3: 2 / 10
==> power breakdown <==
group          internal, W  switching, W  leakage (nW)
Combinational    0.0000196     0.0000205         0.129
Clock            0.0000507     0.0000387        0.0138
Sequential        0.000125    0.00000729        0.0887
Total             0.000196     0.0000665         0.232
==> worst min-delay path by stage <==
stage,cells past startpoint,to,from
after CTS,1,current_state[0]$_DFF_P_,current_state[1]$_DFF_P_
after global routing,1,current_state[0]$_DFF_P_,current_state[1]$_DFF_P_
final,1,current_state[0]$_DFF_P_,current_state[1]$_DFF_P_
==> cell type report <==
type | count | area [um2]
multi-input combinational | 44 | 272.8
sequential | 11 | 205.2
timing repair buffer | 7 | 70.07
clock buffer | 3 | 22.52
inverter | 2 | 7.507
fill | 390 | 2780
tap | 46 | 57.56
==> flip-flops by register name, summed over array words and instances, names as in the netlist <==
name / flops
two_balance: 1
dispense: 1
one_balance: 1
current_state: 8
==> placed cells by master (no fill, tap or decap) <==
cell type	netlist	final
dfxtp_1	8	8
nor2_2	1	1
o31ai_1	1	1
nand2b_1	2	2
o22ai_1	2	2
clkbuf_4	0	3
dlxtn_1	3	3
inv_1	2	2
a211oi_1	1	1
a22o_1	1	1
and2b_1	1	1
nor2b_1	2	2
o21a_1	1	1
nand2_1	10	10
a32oi_1	3	3
o21ai_1	2	2
a2111o_1	1	1
o21ai_0	4	4
mux2_2	1	1
nor4_2	2	2
a21oi_1	1	1
clkdlybuf4s50_1	0	7
o211a_1	1	1
nor2_1	5	5
nor4b_1	1	1
or3_1	1	1
==> critical path, delay by kind of cell <==
| kind | cells | cell delay, ns |
|---|---|---|
| buffers and inverters | 1 | 0.69 |
| AND-OR/OR-AND | 2 | 0.46 |
| AND/OR/NAND/NOR | 1 | 0.18 |
==> logic make-up after synthesis <==
family                 Yosys count  share of synthesized area [%]
and+or+nand+nor                 25                          26.87
latches                          3                          8.955
buffers and inverters            5                          4.976
AOI/OAI and AO/OA               18                          25.13
muxes                            1                          2.239
DFF                              8                          31.84
==> per-stage QoR <==
stage | setup WS (ns) | instances
floorplan | 1.350 | 60
global route | 0.9289 | 113
global placement | 0.7560 | 110
detailed placement | 0.7167 | 110
CTS | 0.9877 | 113
finish | 0.9653 | 113
No activity file was given, so power comes from the tool's default toggle rates.
